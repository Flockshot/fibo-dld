==> /design/flow/design.v <==
module ALU(Input1, Input2, opcode, zero_flag, out);
parameter size = 4;
input [size-1:0] Input1, Input2;
input [size-2:0] opcode;
output reg zero_flag;
output reg [size-1:0] out;
always @(Input1, Input2, opcode) begin
	if(opcode == 3'b001) begin
		out = 1;
		end
	else if(opcode == 3'b010) begin
		out = Input1 + 1;
		end
	else if(opcode == 3'b011) begin
		out = Input1 - 1;
		end
	else if(opcode == 3'b100) begin
		out = Input1;
		end
	else if(opcode == 3'b101) begin
		out = Input1;
		end
	else if(opcode == 3'b110) begin
		out = Input1 + Input2;
		end
	else if(opcode == 3'b111) begin
		out = Input2;
		end
	zero_flag = (~out[0] & ~out[1] & ~out[2] & ~out[3]);
end
endmodule
module D_Flip_Flop(D, Clk, Q);
parameter size = 4;
input [size-1:0] D;
input Clk;
output reg [size-1:0] Q;
always @(posedge Clk)
	Q <= D;
endmodule
module Decoder_2_To_4(Input, Output);
parameter size = 4;
input [size-3: 0] Input;
output reg [size-1:0] Output;
always @(Input) begin
	if(Input == 2'b00) begin
		Output = 4'b0001;
		end
	else if(Input == 2'b01) begin
		Output = 4'b0010;
		end
	else if(Input == 2'b10) begin
		Output = 4'b0100;
		end
	else if(Input == 2'b11) begin
		Output = 4'b1000;
		end
end
endmodule
module FIBO_DATAPATH(wrt_addr, wrt_en, clk, load_data, rd_addr1, rd_addr2, alu_opcode, count, zero_flag, data);
parameter size = 4;
input [size-3:0] wrt_addr, rd_addr1, rd_addr2;
input [size-2:0] alu_opcode;
input [size-1:0] count;
input wrt_en, clk, load_data;
output [size-1:0] data;
output zero_flag;
wire [size-1:0] decoder_out, And_out, Mux_Enable_out, Mux0, Mux1, Mux2, Mux3, Mux4, FF1, FF2, FF3, FF4, Mux5, Mux6, Alu_out;
Decoder_2_To_4 D1(wrt_addr, decoder_out);
and A1(And_out[0], decoder_out[0], wrt_en);
and A2(And_out[1], decoder_out[1], wrt_en);
and A3(And_out[2], decoder_out[2], wrt_en);
and A4(And_out[3], decoder_out[3], wrt_en);
Four_Bit_2_To_1_Mux M0(data, count, load_data, Mux0);
Four_Bit_2_To_1_Mux M1(FF1, Mux0, And_out[0], Mux1);
Four_Bit_2_To_1_Mux M2(FF2, Mux0, And_out[1], Mux2);
Four_Bit_2_To_1_Mux M3(FF3, Mux0, And_out[2], Mux3);
Four_Bit_2_To_1_Mux M4(FF4, Mux0, And_out[3], Mux4);
D_Flip_Flop F1(Mux1, clk, FF1);
D_Flip_Flop F2(Mux2, clk, FF2);
D_Flip_Flop F3(Mux3, clk, FF3);
D_Flip_Flop F4(Mux4, clk, FF4);
Four_Bit_4_To_1_Mux M01(FF1, FF2, FF3, FF4, rd_addr1, Mux5);
Four_Bit_4_To_1_Mux M02(FF1, FF2, FF3, FF4, rd_addr2, Mux6);
ALU AL1(Mux5, Mux6, alu_opcode, zero_flag, Alu_out);
D_Flip_Flop F5(Alu_out, clk, data);
endmodule
module Four_Bit_2_To_1_Mux(A, B, S, Y);
parameter size = 4;
input [size-1:0] A, B;
input S;
output reg [size-1:0] Y;
integer i;
always @(A or B or S)
	for(i=0; i<size; i=i+1) begin: Four_Bit_2_To_1_Mux
		Y[i] = A[i] & ~S | B[i] & S;
	end
endmodule
module Four_Bit_4_To_1_Mux(A, B, C, D, S, Y);
parameter size = 4;
input [size-1:0] A, B, C, D;
input [size-3:0] S;
output reg [size-1:0] Y;
always @(A or B or C or D or S)
	if(S == 2'b00) begin
		Y = A;
		end
	else if(S == 2'b01) begin
		Y = B;
		end
	else if(S == 2'b10) begin
		Y = C;
		end
	else begin
		Y = D;
		end
endmodule
module FIBO_CALCULATOR(START, CLK, RST, COUNT, DONE, DATA);
parameter size = 4;
input [size-1:0] COUNT;
input START, CLK, RST;
output [size-1:0] DATA;
output DONE;
wire [size-2:0] alu_opcode;
wire [size-3:0] rd_addr1, rd_addr2, wrt_addr;
wire clk, wrt_en, load_data;
wire zero_flag;
FIBO_FSM F1(START, CLK, RST, zero_flag, wrt_addr, wrt_en, clk, load_data, rd_addr1, rd_addr2, alu_opcode, DONE);
FIBO_DATAPATH D1(wrt_addr, wrt_en, clk, load_data, rd_addr1, rd_addr2, alu_opcode, COUNT, zero_flag, DATA);
endmodule
module FIBO_FSM(START, CLK, RST, ZERO_FLAG, wrt_addr, wrt_en, clk, load_data, rd_addr1, rd_addr2, alu_opcode, DONE);
parameter size = 4;
input START, ZERO_FLAG, CLK, RST;
output [size-2:0] alu_opcode;
output [size-3:0] rd_addr1, rd_addr2, wrt_addr;
output clk, wrt_en, load_data, DONE;
wire [size-2:0] opcode;
wire [size-3:0] operand1, operand2;
FSM F1(START, ZERO_FLAG, CLK, RST, DONE, opcode, operand1, operand2);
FSM_DECO F2(opcode, operand1, operand2, alu_opcode, rd_addr1, rd_addr2, wrt_addr, wrt_en, load_data);
assign clk = CLK;
endmodule
module FSM(START, ZERO_FLAG, CLK, RST, DONE, opcode, operand1, operand2);
parameter size = 4;
input START, ZERO_FLAG, CLK, RST;
output reg [size-2:0] opcode;
output reg [size-3:0] operand1, operand2;
output reg DONE;
reg [size-1:0] state, nextState;
parameter S0=0, S1=1, S2=2, S3=3, S4=4, S5=5, S6=6, S7=7, S8=8, S9=9, S10=10;
initial begin
	state <= S0;
	nextState <= S0;
end
always @(posedge CLK or posedge RST) begin
	if(RST)
		state <= S0;
	else
		state <= nextState;
end
always @(state) begin
	DONE = 0;
	opcode = 3'b000; 
	operand1 = 2'b00;
	operand2 = 2'b00;
	case(state)	
		S0: begin
			opcode = 3'b000;
		end
		S1: begin
			opcode = 3'b100;
			operand1 = 2'b00;				
		end
		S2: begin
			opcode = 3'b001;
			operand1 = 2'b01;
		end		
		S3: begin
			opcode = 3'b001;
			operand1 = 2'b10;
		end		
		S4: begin
			opcode = 3'b101;
			operand1 = 2'b00;
		end		
		S5: begin
			opcode = 3'b111;
			operand1 = 2'b11;
			operand2 = 2'b01;
		end		
		S6: begin
			opcode = 3'b110;
			operand1 = 2'b01;
			operand2 = 2'b10;
		end		
		S7: begin
			opcode = 3'b111;
			operand1 = 2'b10;
			operand2 = 2'b11;
		end		
		S8: begin
			opcode = 3'b011;
			operand1 = 2'b00;
		end		
		S9: begin
			opcode = 3'b101;
			operand1 = 2'b00;
		end		
		S10: begin
			DONE = 1;
		end
	endcase
end
always @(state or START or ZERO_FLAG) begin
	nextState = S0;
	case(state)
		S0: begin
			if(START)
				nextState = S1;
		end		
		S1: begin
			nextState = S2;
		end		
		S2: begin
			nextState = S3;
		end		
		S3: begin
			nextState = S4;
		end		
		S4: begin
			if(ZERO_FLAG)
				nextState = S1;
			else
				nextState = S5;
		end		
		S5: begin
			nextState = S6;
		end		
		S6: begin
			nextState = S7;
		end		
		S7: begin
			nextState = S8;
		end		
		S8: begin
			nextState = S9;
		end		
		S9: begin
			if(ZERO_FLAG)
				nextState = S10;
			else
				nextState = S5;
		end		
		S10: begin
			nextState = S10;
		end
	endcase
end
endmodule
module FSM_DECO(opcode, operand1, operand2, alu_opcode, rd_addr1, rd_addr2, wrt_addr, wrt_en, load_data);
parameter size = 4;
input [size-2:0] opcode;
input [size-3:0] operand1, operand2;
output reg [size-2:0] alu_opcode;
output reg [size-3:0] rd_addr1, rd_addr2, wrt_addr;
output reg wrt_en, load_data;
always @(opcode or operand1 or operand2) begin
	alu_opcode = opcode;
	wrt_addr = operand1;
	rd_addr1 = operand1;
	rd_addr2 = operand2;
	wrt_en = 1;
	load_data = 0;
	if(opcode == 3'b000 || opcode == 3'b101)
		wrt_en = 0;
	if(opcode == 3'b100)
		load_data = 1;
end
endmodule
==> /design/flow/run.sh <==
#!/bin/bash
# OpenROAD 26Q1-2900-gdf79404cd8, Yosys 0.63+post, stock flow scripts
make -C /OpenROAD-flow-scripts/flow DESIGN_CONFIG=/design/flow/config.mk WORK_HOME=/design/flow/orfs finish
==> /design/flow/config.mk <==
export PLATFORM = sky130hd
export DESIGN_NAME = FIBO_CALCULATOR
export DESIGN_NICKNAME = FIBO_CALCULATOR
export VERILOG_FILES = /design/flow/design.v
export SDC_FILE = /design/flow/constraint.sdc
export NUM_CORES = 4
export LEC_CHECK = 1
export CORE_UTILIZATION = 40
==> /design/flow/constraint.sdc <==
current_design FIBO_CALCULATOR

set clk_period 6.0
set clk_io_pct 0.2

create_clock -name clk0 -period $clk_period [get_ports {CLK}]

set non_clock_inputs [all_inputs -no_clocks]
set_input_delay [expr $clk_period * $clk_io_pct] -clock clk0 $non_clock_inputs
set_output_delay [expr $clk_period * $clk_io_pct] -clock clk0 [all_outputs]
==> flow_summary_export.csv <==
group,metric,value,unit
floorplan,die_x,74.8,um
synthesis,enable_flop_cells,16,
clock_network,post_cts_buffers,0,
global_routing,overflow,0,
placed_design,gp_congestion,0.953,
job,maxCapViolCount,0,
final_timing,hold_viol_final,0,
worst_setup_path,r2r_end,"F1.F1.state[1]",
global_routing,track_usage,0.203,
drt,via_per_inst,5.74,
final_timing,fin_setup_tns,0,ns
floorplan,dieArea,0.00559,mm^2
clock_network,cts_buffers,3,
floorplan,num_io_pins,12,
synthesis,async_flop_share,0.125,
clock_network,clk_path_buf_depth,2,
drt,first_pass_iters,4,
synthesis,synth_warnings,7,
drt,drc,0,
floorplan,fp-utilization,0.415,
floorplan,fp-row-count,26,
final_layout,layout-drive-gt1-share,0.143,
final_layout,fin_util,0.462,
worst_setup_path,path_common_cell,"ha_1",
placed_design,io_buffers,11,
min_path,hold_path.class,"reg2reg",
run_status,status,"completed",
worst_setup_path,cp_cell_sequence,"buf_4, inv_2, ha_1, mux2i_1, o21ai_0, a32oi_2, ha_1, fa_1, nand2_1, a21boi_0, a32o_1, or4_4, or2_1, a311oi_2",
final_timing,grt_setup_unrepaired,"false",
drt,diodes,0,
worst_setup_path,slowest_stage,"mux2i_1",
worst_setup_path,rr_worst_depth,14,
final_timing,untimed_endpoints,12,
drt,detail_route.wl_per_cell,16.7,um
min_path,hold_start,"D1.F5.Q[2]",
global_routing,grt_pass1_wl,8.08,mm
synthesis,ff_type,"edfxtp_1",
synthesis,syn_area,0.00212,mm^2
synthesis,syn_inst,221,
global_routing,grt_start_max_net_pins,41,
global_routing,antenna_found_initial,0,
synthesis,avgSynthCellArea,9.58,um^2
clock_network,postCtsHoldBufs,0,
drt,drt_wl_total,5.02,mm
final_timing,slew_headroom,0.458,
clock_network,clk_latency,0.28,ns
worst_setup_path,crit_path_max_incr_delay,0.63,ns
final_timing,fin_crit_sh,0.745,
placed_design,dp_hpwl,3.74,mm
synthesis,ys_types,70,
clock_network,htree_levels,1,
final_timing,fmax,224,MHz
final_timing,setup_viol_count_final,0,
final_timing,clock_skew,0.0224,ns
min_path,worstHoldPathCells,1,
worst_setup_path,r2r-start,"F1.F1.state[1]",
final_timing,unclocked_pins,8,
global_routing,grt_pass1_vias,1554,
final_timing,slew_viol_final,0,
worst_setup_path,worstSetupStartpointType,"flop",
clock_network,ctsResizeCount,0,
final_timing,worst_pin_slew,0.790,ns
drt,antenna_left,0,
drt,vias,1723,
floorplan,core_area,0.00511,mm^2
synthesis,numSynthFlops,32,
clock_network,cts_root_buf,"clkbuf_8",
worst_setup_path,cp-end-kind,"flop",
worst_setup_path,r2r_slack,1.53,ns
worst_setup_path,critPathMaxFanout,21,
synthesis,ys_cells,221,
drt,drtIter0Drc,234,
final_timing,fin_crit,4.47,ns
job,warnings,31,
final_layout,synthToLayoutAreaGrowth,11.5,%
worst_setup_path,crit_type,"reg2reg",
synthesis,ys_area,0.00212,mm^2
worst_setup_path,cp.required,6.20,ns
floorplan,fp.dieH,74.8,um
clock_network,clk_pin_slew,0.11,ns
clock_network,cts_tree,"built",
worst_setup_path,cp_data_arrival_time,4.68,ns
## through the flow
step / hold slack, ns / instance area [um^2] / std cells / worst slack [ns]
floorplan: 0.545 / 2130 / 224 / 2.26
global placement: 0.619 / 2290 / 296 / 1.71
detailed placement: 0.619 / 2290 / 296 / 1.58
CTS: 0.661 / 2360 / 300 / 1.53
global route: 0.690 / 2360 / 300 / 1.12
finish: 0.661 / 2360 / 300 / 1.53
## cells in the mapped netlist, drive strengths merged, types with 2 or more instances
master	number	area, um^2
o21ai	20	100
edfxtp	16	480
nor2	13	48.8
a21oi	11	58.8
ha	11	138
nand2	11	41.3
buf	9	48.8
inv	9	33.8
dlxtn	8	120
mux2	7	78.8
nor3	7	35.0
nand3	6	30.0
and3	5	31.3
xnor2	5	43.8
a211oi	4	40.0
a32o	4	43.8
dfrtp	4	100
dfxtp	4	80.1
mux2i	4	43.8
nor2b	4	25.0
a22oi	3	22.5
a31oi	3	18.8
a32oi	3	33.8
clkbuf	3	11.3
nor4	3	18.8
o21a	3	22.5
or2	3	21.3
a22o	2	17.5
a2bb2oi	2	17.5
a311oi	2	23.8
nand2b	2	12.5
nand4	2	18.8
o211ai	2	15.0
o2bb2ai	2	17.5
## layout by cell type, fill, tap and decap left out, drive strengths merged, types with 2 or more instances in the layout
cell type | synthesis | final
inv | 9 | 9
a2bb2oi | 2 | 2
nand4 | 2 | 2
a21oi | 11 | 11
clkbuf | 3 | 3
o21a | 3 | 3
o211ai | 2 | 2
a211oi | 4 | 4
conb | 1 | 4
nand2b | 2 | 2
or2 | 3 | 3
buf | 9 | 3
mux2i | 4 | 4
mux2 | 7 | 7
edfxtp | 16 | 16
nor2 | 13 | 13
clkdlybuf4s50 | 0 | 11
xnor2 | 5 | 5
ha | 11 | 11
nor2b | 4 | 4
a22oi | 3 | 3
a22o | 2 | 2
nand3 | 6 | 6
dfxtp | 4 | 4
o2bb2ai | 2 | 2
dfrtp | 4 | 4
and3 | 5 | 5
nand2 | 11 | 11
a32oi | 3 | 3
a311oi | 2 | 2
o21ai | 20 | 20
nor3 | 7 | 7
a32o | 4 | 4
a31oi | 3 | 3
dlxtn | 8 | 8
nor4 | 3 | 3
## layer usage
layer	wire length, um	up-vias	GRT usage
met5	0	-	0
met1	2330	787	0.330
met3	355	10	0.0448
met2	2240	65	0.288
li1	-	861	-
met4	94	0	0.0419
## area by class of cell
class,instances,area [um^2]
repair buffers,14,133
flip-flops and latches,32,781
fillers,478,2750
multi-input cells,171,1250
inverters,9,33.8
clock inverters,1,30.0
well taps,70,87.6
clock buffers,3,41.3
## critical path, delay by kind of cell, from the launching register on
| family | cells | cell delay [ns] |
|---|---|---|
| AOI/OAI and AO/OA | 5 | 1.17 |
| adders and majority gates | 3 | 0.99 |
| buffers and inverters | 2 | 0.40 |
| DFF | 1 | 0.34 |
| muxes | 1 | 0.63 |
| and+or+nand+nor | 3 | 0.86 |
## logic make-up after synthesis
kind of cell	synth area share
AOI/OAI and AO/OA	0.264
xor gates and xnor gates	0.0248
adders and majority gates	0.0745
buffers and inverters	0.0443
DFF	0.312
latches	0.0567
muxes	0.0579
other	0.00177
and+or+nand+nor	0.164
## worst max-delay path by stage
stage | startpoint | to
CTS | F1.F1.state[1] | F1.F1.state[1]
global route | F1.F1.state[1] | F1.F1.state[1]
finish | F1.F1.state[1] | F1.F1.state[1]
